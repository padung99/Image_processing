## /design/flow/run.sh

```bash
#!/bin/bash
# OpenROAD 26Q1-2900-gdf79404cd8, Yosys 0.63+post, stock flow scripts
make -C /OpenROAD-flow-scripts/flow DESIGN_CONFIG=/design/flow/config.mk WORK_HOME=/design/flow/orfs finish
```

## /design/flow/config.mk

```make
export PLATFORM = sky130hd
export DESIGN_NAME = conv
export DESIGN_NICKNAME = conv
export VERILOG_FILES = /design/flow/design.v
export SDC_FILE = /design/flow/constraint.sdc
export NUM_CORES = 4
export LEC_CHECK = 1
export CORE_AREA = 10 10 74 74
export DIE_AREA = 0 0 84 84
export SYNTH_HDL_FRONTEND = slang
```

## /design/flow/constraint.sdc

```tcl
current_design conv

set clk_period 1.0
set clk_io_pct 0.2

create_clock -name clk0 -period $clk_period [get_ports {clk_i}]

set non_clock_inputs [all_inputs -no_clocks]
set_input_delay [expr $clk_period * $clk_io_pct] -clock clk0 $non_clock_inputs
set_output_delay [expr $clk_period * $clk_io_pct] -clock clk0 [all_outputs]
```

## /design/flow/design.v

```verilog
module conv #(
  parameter DATA_W   = 8,
  parameter KERNEL_W = 3
) (
input  logic              clk_i,
input  logic [DATA_W-1:0] pixel_data_i [KERNEL_W-1:0] [KERNEL_W-1:0],
input  logic              pixel_data_valid_i,
output logic [DATA_W-1:0] pixel_o,
output logic              pixel_valid_o
);
logic [DATA_W-1:0] kernel    [KERNEL_W-1:0] [KERNEL_W-1:0];
logic [DATA_W-1:0] mult_data [KERNEL_W-1:0] [KERNEL_W-1:0];
logic [DATA_W-1:0] sum_data;
logic [DATA_W-1:0] sum_data_tmp;
logic mult_valid;
logic sum_valid;
initial
  begin
    kernel = '{'{ 8'd0, 8'd0, 8'd0 }, '{ 8'd0, 8'd1, 8'd0 }, '{ 8'd0, 8'd0, 8'd0 }};  
  end
always_ff @( posedge clk_i )
  begin
    for( int i = 0; i < KERNEL_W; i++ )
      begin
        for( int j = 0; j < KERNEL_W; j++ )
          begin
            mult_data[i][j] <= pixel_data_i[i][j] * kernel[i][j];
          end
      end
    mult_valid <= pixel_data_valid_i;
  end
always_comb
  begin
    sum_data = '0;
    for( int i = 0; i < KERNEL_W; i++ )
      begin
        for( int j = 0; j < KERNEL_W; j++ )
          begin
            sum_data = sum_data + mult_data[i][j];
          end
      end
  end
always_ff @( posedge clk_i )
  begin
    sum_data_tmp <= sum_data;
    sum_valid    <= mult_valid;
  end
always_ff @( posedge clk_i )
  begin
    pixel_o       <= sum_data_tmp;
    pixel_valid_o <= sum_valid;
  end
endmodule
```

==> impl_metrics.yaml <==
# generated from flow reports
place:
  gp_congestion: 0.5676
  io_buffers: 18
  pre_cts_ws_ns: 0.03495
  dpl_cell_area_sq_um: 783.3
synthesis:
  ys_chip_area_sq_um: 540.5
  synth.distinct_cells: 1
  synth_area_sq_um: 540.5
  ys_seq_share_pct: 100.0
  postSynthAreaPerCell_sq_um: 20.02
  yosysWarnings: 0
  ys_cells: 27
  syn_inst: 27
  numSynthFlops: 27
layout:
  layout-drive-gt1-share_pct: 12.24
  logic_area_sq_um: 0
  n_fill_cell: 425
  fin_util_pct: 20.79
  num-multi-input-gates: 0
  stdcell_area_sq_um: 825.8
  synthToLayoutAreaGrowth_pct: 52.78
  register_area_sq_um: 541.8
final_timing:
  hold_violations: 0
  fin_skew_ns: 0.0003676
  tns_ns: 0
  worstMarginPinSlew_ns: 0.08386
  grt_setup_unrepaired: "false"
  setup_viol: 0
  setup_ws_ns: 0.04977
  timing.fmax_mhz: 1052
  slew_headroom_pct: 94.41
  slew_violations: 0
  finalClockPeriodUsage_pct: 95.02
  fin_crit_ns: 0.9502
floorplanning:
  pin_count: 83
  die-height_um: 84
  fp.dieArea_sq_um: 7056
  core_sq_um: 3971
  fp-row-count: 23
  die_w_um: 84
  fp_util_pct: 13.61
critical_path:
  cp_max_fo: 1
  path_buffers: 1
  cp_data_required_time_ns: 0.80
  slowest_delay_ns: 0.32
  path_cells: "clkdlybuf4s15_1"
  critPathSlowestCell: "dfxtp_2"
  worst_ep_arrival_time_ns: 0.75
  cp-start-kind: "flop"
  crit_type: "reg -> out"
  critPathTopFamily: "flip-flops"
  critPathCaptureType: "primary output"
clocking:
  path_clk_slew_ns: 0.08
  cts_tree: "built"
  cts_max_level: 1
  root_buffer: "clkbuf_8"
  cts_buffers: 3
  clock_latency_ns: 0.26
  cts_buffer_depth: 2
  clock_sinks: 27
global_routing:
  grt_pass1_wl_mm: 1.097
  grtUsageTotal_pct: 1.925
  use_met2_pct: 2.927
  grt_overflow: 0
  grt_use_met1_pct: 2.184
  met3_usage_pct: 0.9843
  grt_pass1_vias: 227
  top_usage_layer: "met2"
  antenna_found_initial: 0
  grt_max_degree: 16
detailed_routing:
  wl_um: 782
  via_count: 227
  drc: 0
  wl_per_cell_um: 7.899
  vias_per_cell: 2.293
  antenna_cells: 0
  postRouteAntennaNets: 0
  drtIter0Drc: 3
  drt_pass1_iterations: 2
pwr:
  power.density_nw_per_um2: 2154
  peakVddDrop_mv: 0.3808
  p_leak_nw: 0.3291
job:
  maxCapViolations: 0
  warning_count: 89
run_status:
  outcome: "finished clean"
hold_path:
  hp-class: "reg -> reg"
cells in the mapped netlist:
| library cell | n | area, sq um |
|---|---|---|
| dfxtp_1 | 27 | 540.5 |
logic make-up after synthesis:
group  Yosys count  synth area share (%)
DFF             27                 100.0
where the power goes:
part | switching, mW | internal (mW) | leakage (nW)
sequential | 0.0107 | 1.13 | 0.228
clock | 0.301 | 0.278 | 0.0255
combinational | 0.00660 | 0.0504 | 0.0758
per-stage QoR:
stage               cells  power [mW]  hold slack (ns)
floorplan              27       1.161           0.2277
global placement       95       1.235           0.3101
detailed placement     95       1.238           0.3121
CTS                    99       1.809           0.3315
global route           99       1.851           0.3340
finish                 99       1.779           0.3296
per-layer routing:
layer | vias up | wire length [um]
met5 | - | 0
met4 | 0 | 29
met3 | 5 | 50
met2 | 10 | 344
met1 | 87 | 357
li1 | 125 | -
area by class of cell:
cell class              instances  area share, %
clock buffers                   3          5.000
clock inverters                 1         0.6061
flip-flops and latches         27          65.61
well taps                      50          7.576
repair buffers                 18          21.21
flip-flops by register name, indices dropped and copies added (netlist names):
signal / flops
mult_valid: 1
sum_data_tmp: 8
mult_data: 8
sum_valid: 1
pixel_o: 8
pixel_valid_o: 1
path summary, 6_finish.rpt:
| check | from | endpoint | slack, ns | depth (start not counted) |
|---|---|---|---|---|
| max | pixel_o[2] | pixel_o[2] | 0.05 | 1 |
| min reg2reg | sum_data_tmp[2] | pixel_o[2] | 0.33 | 0 |
| min | sum_data_tmp[2] | pixel_o[2] | 0.33 | 0 |
| max reg2reg | mult_data[1][8] | sum_data_tmp[0] | 0.60 | 0 |
cell usage in the layout, fill, tap and decap left out:
cell	n
clkbuf_8	3
clkinv_2	1
clkbuf_2	1
dfxtp_1	26
clkdlybuf4s50_1	9
dfxtp_2	1
clkdlybuf4s15_1	8
repair_timing:
item	in CTS	in global routing
gates cloned	0	0
setup endpoints to repair	9	3
setup buffers	0	0
hold buffers	0	0
resized	17	3
Power is estimated from default activity; no workload was simulated.
